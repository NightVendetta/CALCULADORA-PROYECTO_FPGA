## design/flow/config.mk

```make
export PLATFORM = sky130hd
export DESIGN_NAME = periferico_bcd2bin
export DESIGN_NICKNAME = periferico_bcd2bin
export VERILOG_FILES = /design/flow/design.v
export SDC_FILE = /design/flow/constraint.sdc
export NUM_CORES = 4
export LEC_CHECK = 1
export CORE_UTILIZATION = 30
```

## design/flow/constraint.sdc

```tcl
current_design periferico_bcd2bin

set clk_period 7.1
set clk_io_pct 0.2

create_clock -name clk0 -period $clk_period [get_ports {reloj}]

set non_clock_inputs [all_inputs -no_clocks]
set_input_delay [expr $clk_period * $clk_io_pct] -clock clk0 $non_clock_inputs
set_output_delay [expr $clk_period * $clk_io_pct] -clock clk0 [all_outputs]
```

## design/flow/design.v

```verilog
module add_sub_c2 (in_A, in_B, Result);
  input [3:0] in_A;
  input [3:0] in_B;
  output reg [3:0] Result;
always @(*) begin
  Result = in_A + in_B;
end
endmodule
module contador_bcd2bin (reloj, carga, decrementar, fin_contador);
  input reloj;
  input carga;
  input decrementar;
  output reg fin_contador;
  reg [4:0] contador_interno = 8;
always @(negedge reloj) begin
  if (carga) 
    contador_interno  <= 5'b10000;  
  else begin
    if (decrementar) 
      contador_interno  <= contador_interno - 1;
    else
      contador_interno  <= contador_interno;
  end
  fin_contador = (contador_interno == 0) ? 1 : 0 ;
end
endmodule
module controlador_bcd2bin( reloj, reset, inicio, terminado, desplazar, cargar, seleccionar, cargar_msb, sumar, fin_contador );
  input       reloj;
  input       reset;
  input       inicio;
  input       fin_contador;
  output reg desplazar;
  output reg cargar;
  output reg seleccionar;
  output reg cargar_msb;
  output reg sumar;
  output reg terminado;
  parameter INICIO     = 3'b000;
  parameter VERIFICAR  = 3'b001;
  parameter DESPLAZAR_DECIMAL = 3'b010;
  parameter SUMAR      = 3'b011;
  parameter CARGAR_A2  = 3'b100;
  parameter FINAL      = 3'b101;
  reg [2:0] estado_actual;
  reg [5:0] contador_temporal;
always @(posedge reloj) begin
  if (reset) begin
    estado_actual = INICIO;
    contador_temporal = 0;
  end else begin
    case(estado_actual)
      INICIO:begin
        if(inicio)
          estado_actual = DESPLAZAR_DECIMAL;
        else
          estado_actual = INICIO;
      end
      DESPLAZAR_DECIMAL: begin
        estado_actual = VERIFICAR;
      end
      VERIFICAR: begin
        if(fin_contador)
          estado_actual = FINAL;
        else
          estado_actual = CARGAR_A2;
      end
      CARGAR_A2: begin
        estado_actual = SUMAR;
      end
      SUMAR: begin
        estado_actual = DESPLAZAR_DECIMAL;
      end
      FINAL: begin
        contador_temporal = contador_temporal + 1;
        estado_actual = (contador_temporal > 30) ? INICIO : FINAL;
      end
      default: estado_actual = INICIO;
    endcase
  end
end
always @(*) begin
  case(estado_actual)
    INICIO: begin
      terminado   = 0;
      cargar_msb = 0;
      seleccionar = 0;
      desplazar   = 0;
      cargar      = 1;
      sumar       = 0;
    end
    DESPLAZAR_DECIMAL: begin
      terminado   = 0;
      cargar_msb = 1;
      seleccionar = 1;
      desplazar   = 1;
      cargar      = 0;
      sumar       = 0;
    end
    VERIFICAR: begin
      terminado   = 0;
      cargar_msb = 1;
      seleccionar = 1;
      desplazar   = 0;
      cargar      = 0;
      sumar       = 0;
    end
    CARGAR_A2: begin
      terminado   = 0;
      cargar_msb = 0;
      seleccionar = 0;
      desplazar   = 0;
      cargar      = 0;
      sumar       = 1;
    end
    SUMAR: begin
      terminado   = 0;
      cargar_msb = 0;
      seleccionar = 0;
      desplazar   = 0;
      cargar      = 0;
      sumar       = 0;
    end
    FINAL: begin
      terminado   = 1;
      cargar_msb = 0;
      seleccionar = 0;
      desplazar   = 0;
      cargar      = 0;
      sumar       = 0;
    end
  endcase
end
endmodule
module convertidor_bcd_binario(reloj, reset, inicio, entrada_bcd, resultado_bin, terminado);
  input         reset;
  input         reloj;
  input         inicio;
  input  [19:0] entrada_bcd;
  output [15:0] resultado_bin;
  output        terminado;
  wire senal_desplazamiento;
  wire senal_carga;
  wire senal_seleccion;
  wire senal_carga_msb;
  wire senal_suma;
  wire senal_fin_contador;
  wire [4:0] senal_carga_registro;
  wire [4:0] senal_bits_significativos;
  wire [3:0] digito_unidades;
  wire [3:0] digito_decenas;
  wire [3:0] digito_centenas;
  wire [3:0] digito_millar;
  wire [3:0] digito_decenas_millar;
  wire [19:0] senal_carga_entrada;
  wire [19:0] senal_mux;
  assign senal_bits_significativos = { 
    senal_carga_entrada[19], 
    senal_carga_entrada[15], 
    senal_carga_entrada[11], 
    senal_carga_entrada[7], 
    senal_carga_entrada[3] 
  };
  registro_desplazamiento_bcd2bin registro0 (
    .reloj(reloj),
    .reset_carga(senal_carga),
    .desplazar(senal_desplazamiento),
    .carga_a2(senal_carga_registro),
    .entrada_reg1(entrada_bcd),
    .entrada_reg2(senal_carga_entrada),
    .salida_reg({digito_decenas_millar, digito_millar, digito_centenas, digito_decenas, digito_unidades}),
    .salida_reg2(resultado_bin)
  );
  selector_bcd2bin selector0 ( .entrada_a(4'b1101), .entrada_b(4'b1011), .salida(senal_mux[3:0]),   .seleccion(senal_seleccion) );
  selector_bcd2bin selector1 ( .entrada_a(4'b1101), .entrada_b(4'b1011), .salida(senal_mux[7:4]),   .seleccion(senal_seleccion) );
  selector_bcd2bin selector2 ( .entrada_a(4'b1101), .entrada_b(4'b1011), .salida(senal_mux[11:8]),  .seleccion(senal_seleccion) );
  selector_bcd2bin selector3 ( .entrada_a(4'b1101), .entrada_b(4'b1011), .salida(senal_mux[15:12]), .seleccion(senal_seleccion) );
  selector_bcd2bin selector4 ( .entrada_a(4'b1101), .entrada_b(4'b1011), .salida(senal_mux[19:16]), .seleccion(senal_seleccion) );
  add_sub_c2 sumador0  ( .in_A(digito_unidades), .in_B(senal_mux[3:0]),   .Result(senal_carga_entrada[3:0])   );
  add_sub_c2 sumador1  ( .in_A(digito_decenas), .in_B(senal_mux[7:4]),   .Result(senal_carga_entrada[7:4])   );
  add_sub_c2 sumador2  ( .in_A(digito_centenas), .in_B(senal_mux[11:8]),  .Result(senal_carga_entrada[11:8])  );
  add_sub_c2 sumador3  ( .in_A(digito_millar), .in_B(senal_mux[15:12]),  .Result(senal_carga_entrada[15:12]) );
  add_sub_c2 sumador4  ( .in_A(digito_decenas_millar), .in_B(senal_mux[19:16]), .Result(senal_carga_entrada[19:16]) );
  registro_msb_bcd2bin registro_msb0 ( 
    .reloj(reloj), 
    .reset(senal_carga), 
    .entrada(senal_bits_significativos), 
    .salida(senal_carga_registro), 
    .carga(senal_carga_msb), 
    .habilitar_salida(senal_suma) 
  );
  contador_bcd2bin contador0 ( .reloj(reloj), .carga(senal_carga) , .decrementar(senal_desplazamiento), .fin_contador(senal_fin_contador));
  controlador_bcd2bin controlador0 ( 
    .reloj(reloj), 
    .reset(reset), 
    .inicio(inicio), 
    .terminado(terminado), 
    .desplazar(senal_desplazamiento), 
    .cargar(senal_carga), 
    .seleccionar(senal_seleccion), 
    .cargar_msb(senal_carga_msb), 
    .sumar(senal_suma), 
    .fin_contador(senal_fin_contador) 
  );
endmodule
module periferico_bcd2bin(reloj, reset, dato_entrada, habilitacion_chip, direccion, leer, escribir, dato_salida);
  input reloj;
  input reset;
  input [19:0] dato_entrada;
  input habilitacion_chip;
  input [4:0]  direccion;
  input leer;
  input escribir;
  output reg [31:0] dato_salida;
  reg [4:0] selector;
  reg [19:0] registro_entrada;
  reg iniciar_conversion;
  wire [15:0] resultado_binario;
  wire conversion_terminada;
always @(*) begin
  if (habilitacion_chip) begin
    case (direccion)
      5'h04: selector =  5'b00001;
      5'h0C: selector =  5'b00100;
      5'h10: selector =  5'b01000;
      5'h14: selector =  5'b10000;
      default: selector = 5'b00000;
    endcase
  end
  else 
    selector = 5'b00000;
end
always @(posedge reloj) begin
  if(reset) begin
    iniciar_conversion = 0;
    registro_entrada    = 0;
  end
  else begin
    if (habilitacion_chip && escribir) begin
      registro_entrada    = selector[0] ? dato_entrada[19:0]    : registro_entrada;
      iniciar_conversion = selector[2] ? dato_entrada[0] : iniciar_conversion;
    end
  end
end
always @(posedge reloj) begin
  if(reset)
    dato_salida = 0;
  else if (habilitacion_chip) begin
    case (selector[4:0])
      5'b01000: dato_salida    =  {16'b0, resultado_binario};
      5'b10000: dato_salida    =  {31'b0, conversion_terminada};
    endcase
  end
end
convertidor_bcd_binario convertidor_bcd_binario0 (
  .reset(reset),
  .reloj(reloj),
  .inicio(iniciar_conversion),
  .terminado(conversion_terminada),
  .resultado_bin(resultado_binario),
  .entrada_bcd(registro_entrada)
);
endmodule
module registro_desplazamiento_bcd2bin (reloj, reset_carga, desplazar, carga_a2, entrada_reg1, entrada_reg2, salida_reg, salida_reg2);
   input         reloj;
   input         reset_carga;
   input         desplazar;
   input  [4:0]  carga_a2;
   input  [19:0] entrada_reg1;
   input  [19:0] entrada_reg2;
   output [19:0] salida_reg;
   output [15:0] salida_reg2;
   reg [35:0]  datos;
assign salida_reg  = datos[35:16];
assign salida_reg2 = datos[15:0];
always @(negedge reloj)
  if(reset_carga) begin
    datos[15:0]   <= 16'h0000;
    datos[35:16]  <= entrada_reg1;
  end
  else
   begin
    if(desplazar)
      datos[35:0] <= {1'b0, datos[35:1]} ;
    else begin
      if(carga_a2[4]==1)
        datos[35:32] <= entrada_reg2[19:16];
      if(carga_a2[3]==1)
        datos[31:28] <= entrada_reg2[15:12];
      if(carga_a2[2]==1)
        datos[27:24] <= entrada_reg2[11:8];
      if(carga_a2[1]==1)
        datos[23:20] <= entrada_reg2[7:4];
      if(carga_a2[0]==1)
        datos[19:16] <= entrada_reg2[3:0];
    end 
   end
endmodule
module registro_msb_bcd2bin (reloj, reset, entrada, salida, carga, habilitar_salida);
  input             reloj;
  input             reset;
  input             carga;
  input             habilitar_salida;
  input      [4:0]  entrada;
  output reg    [4:0]  salida;
  reg [4:0] contador_interno;
always @(*) begin
  if(habilitar_salida)
    salida = ~contador_interno;
  else
    salida = 0;
end
always @(negedge reloj) begin
  if (reset) begin
    contador_interno  <= 0;
  end
  else begin
    if ( carga )
      contador_interno  <= entrada;
  end
end
endmodule
module selector_bcd2bin (entrada_a, entrada_b, salida, seleccion);
  input [3:0]      entrada_a;
  input [3:0]      entrada_b;
  input            seleccion;
  output reg [3:0] salida;
always @(*) begin
  if(seleccion)    
    salida = entrada_b;
  else
    salida = entrada_a;
end
endmodule
```

## design/flow/run.sh

```bash
#!/bin/bash
# OpenROAD 26Q1-2900-gdf79404cd8, Yosys 0.63+post, stock flow scripts
make -C /OpenROAD-flow-scripts/flow DESIGN_CONFIG=/design/flow/config.mk WORK_HOME=/design/flow/orfs finish
```

==> results.sh <==
# implementation run metrics
export IMPL_setup_viol=0
export IMPL_yosysWarnings=7
export IMPL_worstPathRequired_ns=3.69
export IMPL_cp_data_arrival_time_ns=0.98
export IMPL_core_area_sq_um=14800
export IMPL_critPathTopFamily="flip-flops"
export IMPL_root_buffer="clkbuf_16"
export IMPL_grt_start_max_net_pins=51
export IMPL_finalHoldViolCount=0
export IMPL_ys_async_sr_fraction_pct=0
export IMPL_syn_to_final_growth_pct=20.9
export IMPL_vdd_drop_max_uv=127
export IMPL_fp_util_pct=31.1
export IMPL_wire_per_inst_um=12.0
export IMPL_hold_class="reg -> reg"
export IMPL_regArea_sq_um=2200
export IMPL_finalSetupTns_ns=0
export IMPL_p_leak_uw=0.00212
export IMPL_grt_ovfl_total=0
export IMPL_status="finished, final reports clean"
export IMPL_finalPower_uw=1180
export IMPL_num_antenna_cells=0
export IMPL_ys_chip_area_sq_um=4590
export IMPL_clock_latency_late_pin_ns=0.40
export IMPL_unclocked_pins=5
export IMPL_startpoint_type="flip-flop"
export IMPL_place_gp_congestion=0.784
export IMPL_fin_util_pct=37.6
export IMPL_vias=3421
export IMPL_yosysCellCount=486
export IMPL_drive_gt1_share_pct=6.00
export IMPL_placementRows=44
export IMPL_relSlewSlack_pct=49.1
export IMPL_ff_type="dfxtp_1"
export IMPL_drtPass1Iterations=15
export IMPL_cts_made_buffers=9
export IMPL_dp_hpwl_um=5910
export IMPL_crit_chain="a22oi_1 -> nand3_1"
export IMPL_yosysTopAreaCellShare_pct=33.2
export IMPL_log_warning_count=75
export IMPL_antenna_found_initial=0
export IMPL_holdWs_ns=0.456
export IMPL_untimed_endpoints=5
export IMPL_logic_area_sq_um=2110
export IMPL_clock_skew_ns=0.0654
export IMPL_ctsHtreeMaxLevel=3
export IMPL_hold_buffers=0
export IMPL_grt_pass1_vias=3210
export IMPL_fp_dieH_um=126
export IMPL_postCtsResizedCells=0
export IMPL_synth_top_cell_by_area="dfxtp_1"
export IMPL_cap_violations=0
export IMPL_avgViaCountPerCell=4.56
export IMPL_slowest_delay_ns=0.32
export IMPL_yosys_top_cells_area="dfxtp_1 (33%), edfxtp_1 (13%), nand2_1 (6.2%)"
export IMPL_cts_tree="done"
export IMPL_nFillCells=1432
export IMPL_grt_first_pass_wirelength_um=15500
export IMPL_cp_max_fo=2
export IMPL_die_area_sq_um=15800
export IMPL_clkTransAtPathRegs_ns=0.07
export IMPL_crit_type="reg -> reg"
export IMPL_grt_setup_unrepaired="false"
export IMPL_die_w_um=126
export IMPL_drcViolationCount=0
export IMPL_power_density_nw_per_um2=213
export IMPL_clockBufferDepth=2
export IMPL_final_max_slew_viol_count=0
export IMPL_synth_edff_count=20
export IMPL_post_cts_buffers=0
export IMPL_port_buffers=44
export IMPL_antenna_left=0
export IMPL_grt_util_all_layers_pct=12.3
export IMPL_synthTopCellsByCount="dfxtp_1 (76), nand2_1 (76), a21oi_1 (42)"
export IMPL_end_kind="flip-flop"
export IMPL_ioPinCount=62
export IMPL_synth_cells=486
export IMPL_drt_wl_total_um=9040
export IMPL_synth_cell_types=44
export IMPL_worst_pin_slew_ns=0.761
export IMPL_drt_initial_drc_count=198
export IMPL_avgSynthCellArea_sq_um=9.44
export IMPL_synth_flops=101
export IMPL_synth_area_sq_um=4590
export IMPL_cp_slowest_cell="dfxtp_1"
export IMPL_critPathBufInv=0
## power breakdown
part / internal [uW] / total [uW] / leakage [uW] / switching [uW]
logic: 17.4 / 29.7 / 0.000825 / 12.3
clock network: 312 / 592 / 0.000401 / 280
registers: 558 / 559 / 0.000898 / 0.809
total: 887 / 1180 / 0.00212 / 293
## metal layers
layer	vias to the layer above	global-route usage [%]	wire [um]
li1	1768	-	-
met1	1599	18.9	4640
met2	52	19.0	4110
met3	2	2.42	261
met4	0	1.00	31
met5	-	0	0
## worst paths after layout
kind                            slack (ns)                                                      to                             start  cells past startpoint
worst max-delay path                  2.71  convertidor_bcd_binario0.registro0.datos[23]$_DFFE_NP_  registro_entrada[7]$_SDFFE_PP0P_                      2
worst min-delay path                  0.46                        registro_entrada[0]$_SDFFE_PP0P_  registro_entrada[0]$_SDFFE_PP0P_                      2
worst max register to register        2.71  convertidor_bcd_binario0.registro0.datos[23]$_DFFE_NP_  registro_entrada[7]$_SDFFE_PP0P_                      2
worst min register to register        0.46                        registro_entrada[0]$_SDFFE_PP0P_  registro_entrada[0]$_SDFFE_PP0P_                      2
## tightest hold or removal path, cell delays in order, from the launching register on
cell and delay, ns:
dfxtp_1 0.31, nand2_1 0.05, a21oi_1 0.05
## cell type report
| type | count | share of cell area (%) |
|---|---|---|
| Clock buffer | 9 | 4.06 |
| Clock inverter | 54 | 4.55 |
| Inverter | 19 | 1.29 |
| Multi-Input combinational cell | 337 | 38.1 |
| Sequential cell | 101 | 39.6 |
| Tap cell | 184 | 4.15 |
| Timing Repair Buffer | 47 | 8.25 |
## placed cells by master (no fill, tap or decap), drive strengths merged, types with 2 or more instances in the layout
cell type,netlist,routed
a211oi,8,8
a21o,5,5
a21oi,42,42
a22oi,4,4
buf,30,4
clkbuf,13,9
clkdlybuf4s50,0,43
clkinv,0,3
conb,1,16
dfxtp,76,76
dlxtn,5,5
edfxtp,20,20
fa,5,5
ha,14,14
inv,20,69
mux2,8,8
mux2i,25,25
nand2,76,76
nand2b,2,2
nand3,9,9
nand3b,23,23
nand4,2,2
nor2,36,36
nor2b,4,4
nor3,2,2
nor4b,2,2
o21ai,22,22
or3,2,2
xnor2,9,9
xor2,11,11
## sequential cells by signal, indices dropped and copies added (netlist names), 5 cells and up
register	cells
convertidor_bcd_binario0.contador0.contador_interno	5
convertidor_bcd_binario0.controlador0.contador_temporal	6
convertidor_bcd_binario0.controlador0.estado_actual	6
convertidor_bcd_binario0.registro0.datos	36
convertidor_bcd_binario0.registro_msb0.contador_interno	5
dato_salida	16
registro_entrada	20
## through the flow
step                      cells  worst slack (ns)  area [sq um]
after CTS                   751              2.70          5550
after global routing        751              2.67          5550
after detailed placement    689              2.66          5070
after floorplan             501              2.76          4650
after global placement      689              2.65          5070
final                       751              2.71          5550
## cell families after synthesis
group	count (synthesis)	share of synthesized area (%)
buf+inv	63	7.31
fa+ha+maj	19	6.00
other cells	1	0.0817
flops	96	46.2
xor+xnor	20	3.82
simple gates	164	17.0
latches	5	1.64
mux	33	7.42
compound gates	85	10.5
No activity file was given, so power comes from the tool's default toggle rates.
