`./config.mk`:
```
export PLATFORM = sky130hd
export DESIGN_NAME = peripheral_binary_to_bcd
export DESIGN_NICKNAME = peripheral_binary_to_bcd
export VERILOG_FILES = /design/flow/design.v
export SDC_FILE = /design/flow/constraint.sdc
export NUM_CORES = 4
export LEC_CHECK = 1
export CORE_UTILIZATION = 50
```
`./constraint.sdc`:
```
current_design peripheral_binary_to_bcd

set clk_period 8.7
set clk_io_pct 0.2

create_clock -name clk0 -period $clk_period [get_ports {clock}]

set non_clock_inputs [all_inputs -no_clocks]
set_input_delay [expr $clk_period * $clk_io_pct] -clock clk0 $non_clock_inputs
set_output_delay [expr $clk_period * $clk_io_pct] -clock clk0 [all_outputs]
```
`./design.v`:
```
module add_sub_c2 (in_A, in_B, Result);
  input [3:0] in_A;
  input [3:0] in_B;
  output reg [3:0] Result;
always @(*) begin
  Result = in_A + in_B;
end
endmodule
module binary_to_bcd(clock, reset, start, binary_input, bcd_output, conversion_done);
  input         reset;
  input         clock;
  input         start;
  input  [15:0] binary_input;
  output [19:0] bcd_output;
  output        conversion_done;
  wire shift_enable;
  wire load_enable;
  wire select_signal;
  wire load_msb;
  wire add_enable;
  wire zero_flag;
  wire [4:0] load_signal;
  wire [4:0] msb_bits;
  wire [3:0] units;
  wire [3:0] tens;
  wire [3:0] hundreds;
  wire [3:0] thousands;
  wire [3:0] ten_thousands;
  wire [19:0] adder_output;
  wire [19:0] mux_output;
  assign msb_bits = { adder_output[19], adder_output[15], adder_output[11], adder_output[7], adder_output[3] };
  assign bcd_output = {ten_thousands, thousands, hundreds, tens, units};
  shift_reg_b2b shift_register0 ( 
    .clock(clock), 
    .reset_load(load_enable), 
    .shift_enable(shift_enable), 
    .load_select(load_signal), 
    .input_data1(binary_input), 
    .input_data2(adder_output), 
    .output_data({ten_thousands, thousands, hundreds, tens, units}) 
  );
  mux_b2b mux0 ( 
    .input_a(4'b0011), 
    .input_b(4'b1011), 
    .select(select_signal), 
    .output_data(mux_output[3:0]) 
  );
  mux_b2b mux1 ( 
    .input_a(4'b0011), 
    .input_b(4'b1011), 
    .select(select_signal), 
    .output_data(mux_output[7:4]) 
  );
  mux_b2b mux2 ( 
    .input_a(4'b0011), 
    .input_b(4'b1011), 
    .select(select_signal), 
    .output_data(mux_output[11:8]) 
  );
  mux_b2b mux3 ( 
    .input_a(4'b0011), 
    .input_b(4'b1011), 
    .select(select_signal), 
    .output_data(mux_output[15:12]) 
  );
  mux_b2b mux4 ( 
    .input_a(4'b0011), 
    .input_b(4'b1011), 
    .select(select_signal), 
    .output_data(mux_output[19:16]) 
  );
  add_sub_c2 adder0 ( .in_A(units),   .in_B(mux_output[3:0]),   .Result(adder_output[3:0])   );
  add_sub_c2 adder1 ( .in_A(tens),    .in_B(mux_output[7:4]),   .Result(adder_output[7:4])   );
  add_sub_c2 adder2 ( .in_A(hundreds), .in_B(mux_output[11:8]),  .Result(adder_output[11:8])  );
  add_sub_c2 adder3 ( .in_A(thousands), .in_B(mux_output[15:12]), .Result(adder_output[15:12]) );
  add_sub_c2 adder4 ( .in_A(ten_thousands), .in_B(mux_output[19:16]), .Result(adder_output[19:16]) );
  msb_reg_b2b msb_register0 ( 
    .clock(clock), 
    .reset(load_enable), 
    .input_data(msb_bits), 
    .output_data(load_signal), 
    .load(load_msb), 
    .output_enable(add_enable) 
  );
  counter_b2b counter0 ( 
    .clock(clock), 
    .load(load_enable), 
    .decrement(shift_enable), 
    .zero(zero_flag)
  );
  control_unit_b2b control0 ( 
    .clock(clock), 
    .reset(reset), 
    .start(start), 
    .finished(conversion_done), 
    .shift(shift_enable), 
    .load(load_enable), 
    .select(select_signal), 
    .load_msb(load_msb), 
    .add_enable(add_enable), 
    .zero(zero_flag) 
  );
endmodule
module control_unit_b2b( clock, reset, start, finished, shift, load, select, load_msb, add_enable, zero );
 input       clock;
 input       reset;
 input       start;
 input       zero;
 output reg finished;
 output reg shift;
 output reg load;
 output reg select;
 output reg load_msb;
 output reg add_enable;
 parameter STATE_START     = 3'b000;
 parameter STATE_CHECK     = 3'b001;
 parameter STATE_SHIFT     = 3'b010;
 parameter STATE_ADD       = 3'b011;
 parameter STATE_LOAD      = 3'b100;
 parameter STATE_END       = 3'b101;
 reg [2:0] current_state;
 reg [5:0] delay_count;
always @(posedge clock) begin
  if (reset) begin
    current_state = STATE_START;
    delay_count = 0;
  end else begin
  case(current_state)
    STATE_START:begin
      delay_count = 0;
      if(start)
        current_state = STATE_SHIFT;
      else
        current_state = STATE_START;
    end
    STATE_SHIFT: begin
      current_state = STATE_CHECK;
    end
    STATE_CHECK: begin
      if(zero)
        current_state = STATE_END;
      else
        current_state = STATE_LOAD;
    end
    STATE_LOAD: begin
      current_state = STATE_ADD;
    end
    STATE_ADD: begin
      current_state = STATE_SHIFT;
    end
    STATE_END: begin
      delay_count = delay_count + 1;
      current_state = (delay_count>30) ? STATE_START : STATE_END;
    end
    default: current_state = STATE_START;
   endcase
  end
end
always @(*) begin
  case(current_state)
    STATE_START: begin
      finished   = 0;
      load_msb = 0;
      select    = 0;
      shift     = 0;
      load      = 1;
      add_enable= 0;
    end
    STATE_SHIFT: begin
      finished   = 0;
      load_msb = 1;
      select    = 1;
      shift     = 1;
      load      = 0;
      add_enable= 0;
    end
    STATE_CHECK: begin
      finished   = 0;
      load_msb = 1;
      select    = 1;
      shift     = 0;
      load      = 0;
      add_enable= 0;
    end
    STATE_LOAD: begin
      finished   = 0;
      load_msb = 0;
      select    = 0;
      shift     = 0;
      load      = 0;
      add_enable= 1;
    end
    STATE_ADD: begin
      finished   = 0;
      load_msb = 0;
      select    = 0;
      shift     = 0;
      load      = 0;
      add_enable= 0;
    end
    STATE_END: begin
      finished   = 1;
      load_msb = 0;
      select    = 0;
      shift     = 0;
      load      = 0;
      add_enable= 0;
    end
    default: begin
      finished   = 0;
      load_msb = 0;
      select    = 0;
      shift     = 0;
      load      = 1;
      add_enable= 0;
    end
  endcase
end
endmodule
module counter_b2b (clock, load, decrement, zero);
  input clock;
  input load;
  input decrement;
  output reg zero;
  reg [4:0] count=8;
always @(negedge clock) begin
  if (load) 
    count  <= 5'b10000;  
  else begin
    if (decrement) 
      count  <= count-1;
    else
      count  <= count;
  end
  zero = (count==0) ? 1 : 0 ;
end
endmodule
module msb_reg_b2b (clock, reset, input_data, output_data, load, output_enable);
  input             clock;
  input             reset;
  input             load;
  input             output_enable;
  input      [4:0]  input_data;
  output reg [4:0]  output_data;
  reg [4:0] internal_register;
always @(*) begin
  if(output_enable)
    output_data = ~internal_register;
  else
    output_data = 0;
end
always @(negedge clock) begin
  if (reset) begin
    internal_register  <= 0;
  end
  else begin
    if ( load )
      internal_register  <= input_data;
  end
end
endmodule
module mux_b2b (input_a, input_b, select, output_data);
  input [3:0]      input_a;
  input [3:0]      input_b;
  input            select;
  output reg [3:0] output_data;
always @(*) begin
  if(select)    
    output_data = input_b;
  else
    output_data = input_a;
end
endmodule
module peripheral_binary_to_bcd(clock, reset, data_input, chip_select, address, read, write, data_output);
  input clock;
  input reset;
  input [15:0] data_input;
  input chip_select;
  input [4:0]  address;  
  input read;
  input write;
  output reg [31:0] data_output;
reg [4:0] select_signal; 	 
reg [15:0] input_register;  
reg start_conversion;
wire [19:0] bcd_result;	 
wire conversion_done;
always @(*) begin
  if (chip_select) begin
    case (address)
      5'h04: select_signal =  5'b00001;  
      5'h0C: select_signal =  5'b00100;  
      5'h10: select_signal =  5'b01000;  
      5'h14: select_signal =  5'b10000;  
      default: select_signal = 5'b00000;
    endcase
  end
  else 
    select_signal = 5'b00000;
end 
always @(posedge clock) begin
  if(reset) begin
    start_conversion = 0;
    input_register    = 0;
  end
  else begin
    if (chip_select && write) begin
      input_register    = select_signal[0] ? data_input    : input_register;	 
      start_conversion = select_signal[2] ? data_input[0] : start_conversion;
    end
  end
end 
always @(posedge clock) begin
  if(reset)
    data_output = 0;
  else if (chip_select) begin
    case (select_signal[4:0])
      5'b01000: data_output =  {12'b0, bcd_result};
      5'b10000: data_output =  {31'b0, conversion_done};
    endcase
  end
end 
binary_to_bcd binary_to_bcd0 (
  .reset(reset),
  .clock(clock),
  .start(start_conversion),
  .conversion_done(conversion_done),
  .binary_input(input_register),
  .bcd_output(bcd_result)
);
endmodule
module shift_reg_b2b (clock, reset_load, shift_enable, load_select, input_data1, input_data2, output_data);
   input         clock;
   input         reset_load;
   input         shift_enable;
   input  [4:0]  load_select;
   input  [15:0] input_data1;
   input  [19:0] input_data2;
   output [19:0] output_data;
   reg [35:0]  shift_register;
assign output_data = shift_register[35:16];
always @(negedge clock)
  if(reset_load) begin
    shift_register[35:16] <= 20'h00000;
    shift_register[15:0]  <= input_data1;
  end
  else
   begin
    if(shift_enable)
      shift_register[35:0] <= {shift_register[34:0], 1'b0} ;
    else begin
      if(load_select[4]==1)
        shift_register[35:32] <= input_data2[19:16];
      if(load_select[3]==1)
        shift_register[31:28] <= input_data2[15:12];
      if(load_select[2]==1)
        shift_register[27:24] <= input_data2[11:8];
      if(load_select[1]==1)
        shift_register[23:20] <= input_data2[7:4];
      if(load_select[0]==1)
        shift_register[19:16] <= input_data2[3:0];
    end 
   end
endmodule
```
`./run.sh`:
```
#!/bin/bash
# OpenROAD 26Q1-2900-gdf79404cd8, Yosys 0.63+post, stock flow scripts
make -C /OpenROAD-flow-scripts/flow DESIGN_CONFIG=/design/flow/config.mk WORK_HOME=/design/flow/orfs finish
```
==> changes_impl.md <==
### Changed

- Seq share, synth: 50.0%
- Count of tool warnings: 75
- Hold buffers post-CTS: 0
- Placeable core area: 0.00789 mm²
- Final slew viol count: 0
- Total grt overflow: 0
- Startpoint type of the worst setup path: flip-flop
- Unique cell types: 44
- Flops & latches, synth: 96
- Clock Skews: 0.0570 ns
- Pwr dens: 173 mW/mm²
- ANT cells: 0
- Clk slew on worst S/H paths: 0.09 ns
- First-pass GRT wire length: 13.6 mm
- Worst-path fanout max: 16
- Crit Path Class: flip-flop to flip-flop
- Drc violations: 0
- Root Buffer: clkbuf_8
- Horiz. Die Dim: 93.3 µm
- CP endpoint kind: flip-flop
- CTS Buffer Depth: 2
- I/O Buffers: 44
- Max cap viols: 0
- Reg2reg path depth: 4
- TritonCTS Sinks: 96
- Area delta synth->final: 20.4%
- Syn avg cell area: 9.72 µm²
- Ports: 58
- WL met3: 457 µm
- Chip Height: 93.3 µm
- Slew at the pin with the worst max-slew slack: 0.679 ns
- Placer Congestion: 0.768
- Post-CTS sizing: 0
- Yosys warns: 7
- Share of cells above drive strength 1: 8.46%
- WL met2: 3.30 mm
- Worst Setup EP: binary_to_bcd0.shift_register0.shift_register[4]
- Largest net degree at the start of global routing: 49
- Met1 wire length: 4.01 mm
- DR pass1 iterations: 4
- CP startpoint: binary_to_bcd0.control0.current_state[4]
- Ys async rst share: 0%
- Mapped Cells: 429
- Clk latency of the worst-skew pair: 0.41 ns
- Most common logic cells in the final layout: dfxtp_1, inv_1, clkdlybuf4s50_1
- WP data required: 4.49 ns
- Reg2Reg Launch Point: binary_to_bcd0.control0.current_state[4]
- Worst EP arrival: 2.29 ns
- Antenna Violating Nets Remaining: 0
- Reg2Reg Setup Slack: 2.20 ns
- DRT Wirelength: 7.84 mm
- Via-per-instance ratio: 5.06
- Final setup margin: 2.20 ns
- Top Metal Used: met4
- Worst vdd ir: 0.137 mV
- Worst hold path type: flip-flop to flip-flop
- Final HPWL DP: 5.15 mm
- Floorplan core density: 52.8%
- Fill count: 666
- Post-CTS Setup Inserts: 0
- CTS tree: done
- Pre-CTS setup slack: 2.18 ns
- Fin area: 0.00502 mm²
- Wire length per cell: 12.6 µm
- Chip area: 0.00870 mm²
- RSZ-0062 raised after global routing: false
- # setup viols final: 0
- Vias in the first global route: 2886
- CTS H-tree lvls: 3
- Slew headroom: 54.7%
- FF-to-FF End: binary_to_bcd0.shift_register0.shift_register[4]
- Outcome: complete, no violations
- Yosys Instances: 429
- CTS buffer count: 9
- GR Util All Layers: 20.2%
- Antenna violations before repair: 0
- Area after DPL: 0.00462 mm²
- Final hold viol count: 0
- Yosys synthesis chip area: 0.00417 mm²
- Post-synth EDFFs: 16
- Starting DRT DRC Count: 156
- Most frequent logic cell in the layout: dfxtp_1
- Setup TNS: 0 ns
- Dominant Register Cell: dfxtp_1
- Lkg Pwr: 1.99 nW
- Cell Rows: 32
- Mapped cell area: 0.00417 mm²
- Routed via count: 3146
==> where the power goes <==
group,switching (mW),internal (mW)
clock,0.212,0.182
combinational,0.00975,0.0125
sequential,0.000523,0.452
==> worst max-delay path: stages, from the launching register on <==
cell and delay [ns]:
dfxtp_1 0.46, nor4_2 0.49, and2_1 0.33, buf_4 0.28, mux2_2 0.36
==> cell usage after synthesis, types with 2 or more instances <==
cell type	number	share of area, %
nor2_1	40	3.6
inv_1	19	1.7
or3_1	9	1.4
buf_2	2	0.24
nand3b_1	10	1.8
mux2i_1	18	4.3
ha_1	8	2.4
nor3_1	4	0.48
xor2_1	6	1.3
nor2_4	2	0.54
a21oi_1	34	4.1
mux2_2	16	4.3
xnor2_1	20	4.2
edfxtp_1	16	12
o22ai_1	11	1.7
clkbuf_1	11	0.99
nand2b_1	5	0.75
a31oi_1	2	0.30
nand3_1	8	0.96
o211ai_1	4	0.72
inv_2	2	0.18
o21ai_0	16	1.9
buf_6	2	0.54
or4_1	4	0.72
and3_1	8	1.2
buf_4	14	2.5
nor4b_1	3	0.63
dfxtp_1	80	38
nand2_1	40	3.6
==> through the flow <==
stage	power, mW	std cells	hold WS (ns)	util, %
2_1_floorplan	0.506	440	0.417	-
3_3_place_gp	0.517	560	0.433	58.6
3_5_place_dp	0.517	560	0.445	58.6
4_1_cts	0.882	622	0.452	63.6
5_1_grt	0.914	622	0.471	63.6
6_report	0.868	622	0.449	63.6
==> how the worst min path moves through the flow <==
stage                 to  slack [ns]  cells after the start
6_report       flip-flop        0.45                      2
5_1_grt   data_output[8]        0.47                      2
4_1_cts        flip-flop        0.45                      2
==> layout make-up <==
class	instances	area (µm²)	share of cell area (%)
multi-input combinational	293	1870	37.2
sequential	96	2080	41.5
timing repair buffer	48	470	9.37
tap	102	128	2.54
clock inverter	53	249	4.96
clock buffer	10	149	2.97
inverter	20	75.1	1.50
==> state kept, by name, indices dropped and copies added, names as in the netlist <==
signal / cells
data_output: 20
binary_to_bcd0.shift_register0.shift_register: 36
start_conversion: 1
binary_to_bcd0.counter0.count: 5
binary_to_bcd0.control0.delay_count: 6
input_register: 16
binary_to_bcd0.control0.current_state: 6
binary_to_bcd0.msb_register0.internal_register: 5
binary_to_bcd0.counter0.zero: 1
==> routing by layer <==
metal / global-route usage (%) / vias to the layer above
li1: - / 1630
met4: 2.95 / 0
met2: 28.9 / 71
met3: 4.55 / 7
met1: 33.8 / 1438
met5: 0 / -
==> kinds of logic after synthesis <==
group                    Yosys count  synth area share (%)
AND/OR/NAND/NOR                  141                  17.4
flip-flops                        96                  50.0
AND-OR/OR-AND                     72                  9.73
buffers and inverters             51                  6.27
multiplexers                      34                  8.65
XOR/XNOR                          26                  5.46
adder cells (fa/ha/maj)            8                  2.40
other                              1                0.0900
Power is estimated from default activity; no workload was simulated.
